`flow/config.mk`:
```
export PLATFORM = sky130hd
export DESIGN_NAME = sram_a
export DESIGN_NICKNAME = sram_a
export VERILOG_FILES = /design/flow/design.v
export SDC_FILE = /design/flow/constraint.sdc
export NUM_CORES = 4
export LEC_CHECK = 1
export CORE_UTILIZATION = 40
```
`flow/constraint.sdc`:
```
current_design sram_a

set clk_period 2.0
set clk_io_pct 0.2

create_clock -name clk0 -period $clk_period [get_ports {clkr}]
create_clock -name clk1 -period $clk_period [get_ports {clkw}]

set non_clock_inputs [all_inputs -no_clocks]
set_input_delay [expr $clk_period * $clk_io_pct] -clock clk0 $non_clock_inputs
set_output_delay [expr $clk_period * $clk_io_pct] -clock clk0 [all_outputs]
```
`flow/design.v`:
```
module sram_a # (
    parameter ADDR_WIDTH = 4,
    parameter DATA_WIDTH = 8,
    parameter DATA_DEPTH = 16
)(
    input wire                  clkr, clkw,
    input wire                  rst,
    input wire                  ce,
    input wire[ADDR_WIDTH-1:0]  raddr,
    input wire                  re,
    output reg[DATA_WIDTH-1:0]  rdata,
    input wire[ADDR_WIDTH-1:0]  waddr,
    input wire                  we,
    input wire[DATA_WIDTH-1:0]  wdata
    );
    integer i;
    reg [DATA_WIDTH-1:0]        register [DATA_DEPTH-1:0];
always @ (posedge clkw) begin
    if (rst == 1'b1) begin
        for(i=0; i<DATA_DEPTH; i=i+1) begin
            register[i] <= {DATA_WIDTH{1'b0}};
        end
    end 
    else if ((we == 1'b1) && (ce == 1'b1)) begin
        register[waddr] <= wdata;
    end
end
always @ (posedge clkr) begin
    if (rst == 1'b1) begin
        rdata <= {DATA_WIDTH{1'b0}};
    end
    else if ((re == 1'b1) && (ce == 1'b1)) begin
        rdata <= register[raddr];
    end else begin
        rdata <= rdata;
    end
end
endmodule
```
`flow/run.sh`:
```
#!/bin/bash
# OpenROAD 26Q1-2900-gdf79404cd8, Yosys 0.63+post, stock flow scripts
make -C /OpenROAD-flow-scripts/flow DESIGN_CONFIG=/design/flow/config.mk WORK_HOME=/design/flow/orfs finish
```
==> results_dict.tcl <==
# yosys + openroad results
set metrics [dict create \
    status "completed" \
    critPathKind "in2reg" \
    swShare 0.210 \
    vias 3416 \
    min-delay-start "rdata[6]$_SDFFE_PP0P_" \
    ys_seq_share 0.645 \
    hold_path.class "reg2reg" \
    first_pass_iters 6 \
    drtIter0Drc 193 \
    clkSinkCount 136 \
    drive_above_1_share 0.264 \
    yosysWarnings 1 \
    grt_max_degree 20 \
    synth-seq-cells 136 \
    track_usage 0.194 \
    slew_headroom 0.562 \
    avgRoutedWirePerCell_um 19.7 \
    worstRegToRegCells 4 \
    p_leak_nw 2.77 \
    cts_tree "yes" \
    synthToLayoutAreaGrowth_pct 22.6 \
    io_buffers 28 \
    p_sw_mw 1.41 \
    clkTransAtPathRegs_ps 30 \
    power_density_nw_per_um2 886 \
    tool_warnings 26 \
    io-pin-count 30 \
    grt_pass1_wl_um 20600 \
    ys_cells 401 \
    rrSetupSlack_ps 200 \
    cts_hold_buf 0 \
    antenna_found_initial 0 \
    die_w_um 127 \
    regToRegStartpoint "register[5][3]$_SDFFCE_PN0P_" \
    die_area_um2 16000 \
    insertedDiodeCount 0 \
    mostFrequentLayoutCell "and2_1" \
    rsz0062_at_grt "no" \
    drt-total-wl_um 13400 \
    grt_pass1_vias 3626 \
    syn-cell-area_um2 6210 \
    p_comb_frac 0.077 \
    netlist-cell-type-count 32 \
    p_seq_frac 0.492 \
    drc 0 \
    grt-ovfl-total 0 \
    fp-utilization 0.408 \
    synthesis.instances 401 \
    critPathMaxFanout 9 \
    ir_drop_mv 0.525 \
    whs_path_depth 2 \
    ant_nets 0 \
    final_cell_area_um2 7610 \
    regToRegEndpoint "rdata[3]$_SDFFE_PP0P_" \
    place_area_um2 7010 \
    worstPathRequired_ps 2110 \
    core-area_um2 15200 \
    place_hpwl_um 9500 \
    maxCapViolCount 0 \
    final_max_slew_viol_count 0 \
    ys_area_um2 6210 \
    fp.dieH_um 127 \
    viasPerCell 5.02 \
    crit_path_end_kind "flip-flop" \
    place_congestion 0.813 \
    start_kind "input pin" \
    hold_end "rdata[6]$_SDFFE_PP0P_" \
    worst_hold_slack_ps 462 \
    tightest_slew_ps 657 \
    p_int_mw 5.33 \
    pwr-share-clk 0.431 \
    clock_skew_ps 0 \
    finalSetupViolations 0 \
    hold_viol 0 \
    num_rows 45 \
    layout_top_cells "and2_1 (129), edfxtp_1 (128), buf_4 (46)" \
    postSynthAreaPerCell_um2 15.5 \
    final_util 0.501 \
    crit_arrival_ps 2010 \
]
registers in the layout (all words and copies together), names as in the netlist:
name and cells:
register 128, rdata 8
worst max-delay path: stages:
cell and delay, ps:
clkdlybuf4s50_1 480, buf_4 190, buf_4 190, mux4_2 360
mux2i_1 280, o21ai_1 100
per-layer routing:
| metal | part of all wire | vias up | track usage |
|---|---|---|---|
| met4 | 0.018 | 0 | 0.0298 |
| met2 | 0.48 | 111 | 0.294 |
| met3 | 0.11 | 20 | 0.0920 |
| met1 | 0.40 | 1635 | 0.281 |
| li1 | - | 1650 | - |
| met5 | 0 | - | 0 |
cell families after synthesis:
family	after synthesis	share of synthesized area
and+or+nand+nor	178	0.173
DFF	136	0.645
muxes	49	0.145
buffers and inverters	21	0.0191
AOI/OAI and AO/OA	17	0.0175
final cells by class:
| cell class | count | area, um^2 |
|---|---|---|
| fill | 1239 | 7590 |
| sequential | 136 | 4000 |
| multi-input combinational | 244 | 2110 |
| timing repair buffer | 77 | 681 |
| clock buffer | 21 | 504 |
| tap | 188 | 235 |
| clock inverter | 14 | 76.3 |
power groups by stage:
| stage | clock network (mW) | registers [mW] | logic (mW) |
|---|---|---|---|
| 4_1_cts | 2.94 | 3.32 | 0.527 |
| 5_1_grt | 3.07 | 3.33 | 0.564 |
| 6_report | 2.91 | 3.32 | 0.522 |
stage by stage:
step / setup slack [ps] / TNS, ps / total power, mW / std cells
after detailed placement: -399 / -39510 / 3.90 / 645
after global routing: 19.2 / 0 / 6.97 / 680
after global placement: -380 / -36770 / 3.89 / 645
after floorplan: 164 / 0 / 3.63 / 401
after CTS: 46.4 / 0 / 6.79 / 680
final: 99.5 / 0 / 6.75 / 680
timing repair:
item | 4_1_cts | 5_1_grt
setup buffers | 0 | 0
gates resized | 1 | 6
setup endpoints to repair | 1 | 16
worst max path at each step:
| stage | to | slack, ps | depth (start not counted) | from |
|---|---|---|---|---|
| finish | rdata[3]$_SDFFE_PP0P_ | 100 | 6 | raddr[3] |
| CTS | register[2][7]$_SDFFCE_PN0P_ | 50 | 6 | rst |
| global route | register[3][3]$_SDFFCE_PN0P_ | 20 | 5 | ce |
cells in the mapped netlist:
cell	count	area, um^2
a21oi_1	1	5.00
a221oi_1	1	8.76
a22oi_1	7	52.6
and2_1	129	807
and3_1	1	6.26
buf_1	1	3.75
buf_12	1	20.0
buf_2	4	20.0
buf_4	3	22.5
buf_6	1	11.3
clkbuf_1	11	41.3
dfxtp_1	8	160
edfxtp_1	128	3840
mux2_2	8	90.1
mux2i_1	11	110
mux4_1	7	184
mux4_2	23	518
nand2_1	5	18.8
nand2b_1	3	18.8
nand3_1	1	5.00
nand3b_1	1	7.51
nand4_1	1	6.26
nand4b_1	1	8.76
nand4bb_1	1	11.3
nor2_1	13	48.8
nor2b_1	1	6.26
nor3_1	4	20.0
nor4bb_1	1	10.0
o211ai_1	1	7.51
o21ai_0	2	10.0
o21ai_1	5	25.0
or2_2	16	100
No activity file was given, so power comes from the tool's default toggle rates.
