File: flow/constraint.sdc
current_design sram_s

set clk_period 4.3
set clk_io_pct 0.2

create_clock -name clk0 -period $clk_period [get_ports {clk}]

set non_clock_inputs [all_inputs -no_clocks]
set_input_delay [expr $clk_period * $clk_io_pct] -clock clk0 $non_clock_inputs
set_output_delay [expr $clk_period * $clk_io_pct] -clock clk0 [all_outputs]
File: flow/config.mk
export PLATFORM = sky130hd
export DESIGN_NAME = sram_s
export DESIGN_NICKNAME = sram_s
export VERILOG_FILES = /design/flow/design.v
export SDC_FILE = /design/flow/constraint.sdc
export NUM_CORES = 4
export LEC_CHECK = 1
export CORE_UTILIZATION = 40
File: flow/run.sh
#!/bin/bash
# OpenROAD 26Q1-2900-gdf79404cd8, Yosys 0.63+post, stock flow scripts
make -C /OpenROAD-flow-scripts/flow DESIGN_CONFIG=/design/flow/config.mk WORK_HOME=/design/flow/orfs finish
File: flow/design.v
module sram_s # (
    parameter ADDR_WIDTH = 4,
    parameter DATA_WIDTH = 8,
    parameter DATA_DEPTH = 16
)(
    input wire                  clk,
    input wire                  rst,
    input wire                  ce,
    input wire[ADDR_WIDTH-1:0]  raddr,
    input wire                  re,
    output reg[DATA_WIDTH-1:0]  rdata,
    input wire[ADDR_WIDTH-1:0]  waddr,
    input wire                  we,
    input wire[DATA_WIDTH-1:0]  wdata
    );
    integer i;
    reg [DATA_WIDTH-1:0]        register [DATA_DEPTH-1:0];
always @ (posedge clk) begin
    if (rst == 1'b1) begin
        for(i=0; i<DATA_DEPTH; i=i+1) begin
            register[i] <= {DATA_WIDTH{1'b0}};
        end
    end 
    else if ((we == 1'b1) && (ce == 1'b1)) begin
        register[waddr] <= wdata;
    end
end
always @ (posedge clk) begin
    if (rst == 1'b1) begin
        rdata <= {DATA_WIDTH{1'b0}};
    end
    else if ((re == 1'b1) && (ce == 1'b1)) begin
        rdata <= register[raddr];
    end else begin
        rdata <= rdata;
    end
end
endmodule
==> summary.txt <==
run results: Post-synth area hogs=edfxtp_1 (62%), and2_1 (13%), mux4_2 (8.3%), r2r setup slk=~2.7 ns, critical path type=in2reg, Leak=2.540 nW, fmax=around 300 MHz, largest net degree at the start of global routing=21, CTS tree=built, number of port buffers=28, Gate Area=~2100 µm², vias in the first global route=between 3,000 and 4,000, DP Wirelength=approximately 9000 µm, GPL Wtd Cong=0.8379, first-pass GRT wire length=20,830 µm, register area=4004 µm², pwr dens=429.3 nW/µm², DR pass1 iterations=4, routed len/inst=between 20 and 25 µm, initial DRC count=between 200 and 300, crit end category=flop, clock root cell=clkbuf_16, # IOs=29, yosys synthesis chip area=~6200 µm², # rows=between 40 and 50, slowest cell on the critical path=clkdlybuf4s50_1, launch point of the worst reg-to-reg path=register[5][0], H-tree depth=4, grt met1 use=between 20 and 30%, CP Data Required Time=about 4.4 ns, Avg Inst Size Synth=roughly 15 µm², Yosys cell types=32, sequential area share after synthesis=between 60% and 70%, most frequent cells in the layout=and2_1 (129), edfxtp_1 (128), clkdlybuf4s50_1 (27), Die W=around 130 µm, Synth Cell Area=6208 µm², final hold vios=0, Worst VDD drop=0.0002930 V, Critical Path AT=approximately 3.4 ns, Hold EP=rdata[6], RSZ-0062 raised after global routing=no, Die Ht=between 100 and 150 µm, Final setup viols=0, status=complete, no violations, DRT antenna net count=0, Post-Synthesis Cells=approximately 400, yosys cell count=between 400 and 500, number of remaining DRC errors=0, CTS resizes=0, post-synthesis sequential element count=approximately 140, Max FO, Critical Path=20, setup ws final=about 0.96 ns, cycle use final=77.60%, clk_skew=between 0.004 and 0.005 ns, crit-path cells=clkdlybuf4s50_1, nor4bb_1, nand2b_1, nor3_1, or2_2, final WL=approximately 14,000 µm, M2 GR Usage=28.79%, Die Area=between 15,000 and 20,000 µm², FILL cells=roughly 1,300, met3 usage=about 11%, gr usage total=19.68%, grt ovf=0, HP Class=reg2reg, simple share=~17%, Clock transition at path regs=approximately 0.05 ns, Max-Slew Margin vs Limit=between 40 and 50%, placed cell areas=6668 µm², clock buffer depth=2, complex-gate fraction of the synthesized area=1.753%, Placeable Area=15,200 µm², Num CTS Buffers=17, yosys adder share=0%, Via density=about 5.3, min-delay src=rdata[6], Final Cell Area=roughly 7200 µm², CTS Sinks=136, Mux area share=14.53%, antenna violations before repair=0, CP startpoint kind=input port, max_cap viols=0, worst slew pin tran=about 0.83 ns, dominant logic cell type in the layout=and2_1, Yosys top cell by area=edfxtp_1, setup bufs post-CTS=0, Hold Buf Count CTS=0, crit path time final=about 3.3 ns, Slew Viols, Final=0, Worst Hold Path Cells=2, setup tns final=0 ns, area fraction in xor and xnor cells=0%, OpenROAD warnings=25, synthesis-to-finish area growth=16.12%, CP peak stage delay=~0.81 ns, Init Core Util=40.84%, via count=between 3,000 and 4,000, fraction of layout instances using a drive strength above 1=18.53%, Main logic family=simple AND/OR/NAND/NOR gates, later-pin clock latency in the skew report=roughly 0.41 ns, capturing point of the worst reg2reg path=rdata[0], most used routing layer=met2, Area leader share=61.91%, reg2reg path depth=4, yosys warns=1, post-place setup slack=0.5636 ns, ANT cells=0
[per-layer routing]
| metal | vias up | part of all wire, % |
|---|---|---|
| met5 | - | 0 |
| met1 | 1642 | 40 |
| met4 | 0 | 2.1 |
| met3 | 24 | 12 |
| li1 | 1565 | - |
| met2 | 165 | 45 |
[worst max-delay path by stage]
stage	startpoint	endpoint	slack (ns)	cells after the start
CTS	rst	register[0][4]	0.99	5
global route	rst	register[0][6]	0.78	5
finish	rst	register[0][0]	0.96	5
[registers in the layout (all words and copies together), names as in the netlist]
| signal | flops |
|---|---|
| register | 128 |
| rdata | 8 |
[critical path: cells and delay by family]
kind	cells	cell delay, ns
buffers and inverters	1	0.81
and+or+nand+nor	4	1.77
[kinds of logic after synthesis]
group | count (synthesis)
compound gates | 17
buf+inv | 21
flops | 136
mux | 49
simple gates | 178
[power breakdown]
group / internal [mW] / switching [mW]
Sequential: 1.52 / 0.0252
Combinational: 0.101 / 0.116
Clock: 0.832 / 0.501
[final cells by class]
| type | count | area share, % |
|---|---|---|
| sequential | 136 | 55.54 |
| multi-input combinational | 244 | 28.93 |
| clock buffer | 18 | 5.953 |
| timing repair buffer | 37 | 4.755 |
| tap | 188 | 3.263 |
| clock inverter | 13 | 1.562 |
[synthesized netlist by cell type, drive strengths merged]
| cell type | instances |
|---|---|
| nor4bb | 1 |
| edfxtp | 128 |
| a221oi | 1 |
| nand4 | 1 |
| dfxtp | 8 |
| mux2 | 8 |
| o21ai | 7 |
| nor2 | 13 |
| o211ai | 1 |
| mux4 | 30 |
| mux2i | 11 |
| a22oi | 7 |
| and3 | 1 |
| nand4b | 1 |
| nand4bb | 1 |
| and2 | 129 |
| nand2 | 5 |
| nor3 | 4 |
| nor2b | 1 |
| clkbuf | 11 |
| buf | 10 |
| nand2b | 3 |
| nand3b | 1 |
| or2 | 16 |
| nand3 | 1 |
| a21oi | 1 |
[through the flow]
step | hold WS, ns | power, mW | std cells | utilization, %
after floorplan | 0.4019 | 1.689 | 401 | -
after global placement | 0.4414 | 1.787 | 605 | 43.86
after detailed placement | 0.4588 | 1.790 | 605 | 43.86
after CTS | 0.4713 | 3.115 | 636 | 47.42
after global routing | 0.4922 | 3.192 | 636 | 47.42
final | 0.4674 | 3.095 | 636 | 47.42
Power and IR drop assume default switching activity.
