--- ./run.sh ---
#!/bin/bash
# OpenROAD 26Q1-2900-gdf79404cd8, Yosys 0.63+post, stock flow scripts
make -C /OpenROAD-flow-scripts/flow DESIGN_CONFIG=/design/flow/config.mk WORK_HOME=/design/flow/orfs finish
--- ./config.mk ---
export PLATFORM = sky130hd
export DESIGN_NAME = RAM_1port
export DESIGN_NICKNAME = RAM_1port
export VERILOG_FILES = /design/flow/design.v
export SDC_FILE = /design/flow/constraint.sdc
export NUM_CORES = 4
export LEC_CHECK = 1
export CORE_UTILIZATION = 40
--- ./constraint.sdc ---
current_design RAM_1port

set clk_period 17.2
set clk_io_pct 0.2

create_clock -name clk0 -period $clk_period [get_ports {clk}]

set non_clock_inputs [all_inputs -no_clocks]
set_input_delay [expr $clk_period * $clk_io_pct] -clock clk0 $non_clock_inputs
set_output_delay [expr $clk_period * $clk_io_pct] -clock clk0 [all_outputs]
--- ./design.v ---
module RAM_1port(
    input rstn,
    input [6:0] addr,
    input [3:0] w_data,
    input enb,
    input clk,
    output wire [3:0] r_data
);
reg  [6:0] mem [127:0];
integer i;
always @(posedge clk or negedge rstn) begin
    if(!rstn) begin
        for(i = 0; i<127; i=i+1) begin
            mem[i] <= 0;
        end
    end
    else if(enb) begin
        mem[addr] <= w_data;
    end
end
assign r_data = (!enb)? mem[addr]:0;
endmodule
==> summary.txt <==
fresh numbers from the pnr run: RR Endpoint mem[92][2], post-cts resize count 0, num rows approximately 88, # Cells Yosys about 1900, fraction of layout cells with a size suffix above 1 0.3496, Synth cell types roughly 60, actual slew at the worst max-slew pin just over 0.9 ns, Ports 18, # clock sinks roughly 500, status completed, post-route ant nets 0, busiest grt layer met1, RSZ-0062 raised after global routing no, Tcrit/Tclk final 0.6494, syn_area_per_cell 12.50 um2, Main synth FF type dfrtp_1, placed inst area 24480 um2, Clock Skew 0 ns, CP endpoint kind output pin, H-tree levels 2, final setup fails 0, Top reg by flops mem, DIE HEIGHT between 200 and 250 um, met1 Usage GRT 0.5086, Die ar. approximately 60000 um2, Reg clk slew, reported paths ~0.060 ns, worst setup path end r_data[2], DRC 0, max reg flops approximately 510, hold_sp mem[112][3], GRT overflow 0, Comb power frac 0.081, drt wl/cell ~37 um, post-CTS setup buffers 0, total negative slack 0 ns, max_cap viols 0, tally of OpenROAD warnings 25, Pwr per Cell Area around 110 nW/um2, ys async rst share 0.9922, Worst slew margin 0.3952, Net Sw Frac 0.2498, synth warn 2, CP Launch Type input port, critical path fanouts, max 28, crit path launch addr[2], largest net degree at the start of global routing roughly 79, Num CTS Buffers roughly 56, grt met2 use 0.4920, total track usage 0.3510, internal power approximately 0.0022 W, M3 GR Usage 0.1319, Flop pwr share 0.478, initial antenna violation count 1, router iterations before antenna repair 6, Mapped Cells 1873, IO buf count 17, drt total wl just under 100000 um, Seq/Total Area, Yosys 0.5480, root buffer cell clkbuf_16, clock power share 0.442, CTS tree done, crit path kind in2out, Chip Area, Yosys between 20000 and 25000 um2, Clock Path Buffers 3, post-route minimum period 11.17 ns, area grow syn2layout 12.77%, LEAKAGE 11.96 nW, Max Freq roughly 90 MHz, first-pass GRT wire length about 140000 um, Post-synth EDFFs 4, Die Wd 244.0 um, dpl hpwl roughly 66000 um, Final GP Congestion 1.023, Core ar. just under 60000 um2, peak supply drop just over 0.08 mV, Synth flops ~510, fin. max-slew vios 0, Skew-Pair Late Insertion Delay around 0.6 ns, Psw about 0.00072 W, Mapped Area approximately 23000 um2, Hold Path Class reg2reg, Hold Fails Final Rpt 0, crit path DAT about 7.7 ns, internal reg-to-reg setup slack between 15 and 20 ns, Via-to-Cell Ratio approximately 6.5, biggest regs mem: 512 flops, hold-fix buffers at CTS 0, drt initial violations just under 2000, Layout Cell Area excl Fill 26410 um2, crit path DRT roughly 14 ns, fp util 0.4051, Via Count between 15000 and 20000, n_diodes 0, worst reg-to-reg path cell count 1, vias in the first global route about 18000, RR Startpoint mem[92][2]
## logic make-up (layout without fill, tap and decap cells)
| logic type | Yosys count | after routing | share of synthesized area |
|---|---|---|---|
| and+or+nand+nor | 411 | 411 | 0.08885 |
| muxes | 515 | 515 | 0.2484 |
| buffers and inverters | 161 | 190 | 0.02832 |
| AOI/OAI and AO/OA | 274 | 274 | 0.08650 |
| DFF | 512 | 512 | 0.5480 |
## power groups by stage
stage                 Clock (W)  Combinational (W)  Sequential (W)
after CTS               0.00128           0.000231         0.00137
after global routing    0.00133           0.000247         0.00138
final                   0.00127           0.000232         0.00137
## worst min path at each step
stage,end,slack (ns),cells after the start
finish,mem[112][3],0.50,1
global route,mem[31][0],0.51,1
CTS,mem[112][3],0.50,1
## critical path: stages
cell             delay (ns)
clkdlybuf4s50_1        0.46
buf_4                  0.30
nor2b_1                0.51
and2_1                 0.20
buf_4                  0.50
a22oi_1                0.20
o21ai_0                0.55
nor4_1                 0.09
and3_1                 0.24
a311oi_1               0.57
clkdlybuf4s50_1        0.61
## routing by layer
| metal | wire (um) | up-vias |
|---|---|---|
| li1 | - | 6989 |
| met1 | 39870 | 9117 |
| met2 | 42020 | 886 |
| met3 | 10910 | 228 |
| met4 | 5224 | 2 |
| met5 | 14 | - |
## synthesized netlist by cell type (all sizes together) (4+ instances only)
cell / instances / area [um2]
edfxtp: 4 / 120.1
mux2i: 4 / 40.04
nor4: 21 / 146.4
nand4: 23 / 143.9
and2: 10 / 62.56
a221oi: 15 / 131.4
a22oi: 114 / 855.8
dfrtp: 508 / 12710
o22ai: 42 / 262.8
nand3: 121 / 605.6
a31oi: 12 / 75.07
a21oi: 18 / 90.09
and4: 4 / 35.03
o211ai: 5 / 37.54
nand2: 97 / 364.1
a32oi: 11 / 96.34
nor3b: 4 / 35.03
nor2b: 6 / 37.54
nor3: 7 / 40.04
mux2: 509 / 5732
nor2: 84 / 315.3
o21ai: 9 / 45.04
nand3b: 4 / 30.03
and3: 9 / 56.30
a22o: 19 / 166.4
buf: 56 / 269.0
clkbuf: 105 / 394.1
a222oi: 13 / 130.1
## cell type report
cell class                      count  area, um2
Fill cell                        5148      31400
Clock inverter                     17      256.5
Sequential cell                   512      12830
Timing Repair Buffer               87      690.7
Multi-Input combinational cell   1200       9996
Tap cell                          765      957.2
Clock buffer                       86       1677
## layout by cell type (no fill, tap or decap), types with 8 or more instances in the layout
cell type / n
a222oi_1: 13
mux2_2: 489
nand4_1: 23
clkdlybuf4s50_1: 12
nor4_1: 20
a21oi_1: 18
o22ai_1: 42
nor2_1: 84
o21ai_0: 8
mux2_1: 20
a221oi_1: 15
a32oi_1: 11
clkbuf_8: 12
clkbuf_1: 16
a22o_1: 19
and2_1: 9
nand3_1: 121
clkbuf_16: 58
dfrtp_1: 508
a22oi_1: 114
buf_4: 74
a31oi_1: 12
and3_1: 9
nand2_1: 97
## per-stage QoR
step	hold slack (ns)	std cells	util	worst slack [ns]	total power [W]
2_1_floorplan	0.4638	1873	-	8.654	0.001494
3_3_place_gp	0.4754	2564	0.4234	6.118	0.001615
3_5_place_dp	0.4851	2564	0.4234	6.187	0.001620
4_1_cts	0.4994	2667	0.4569	6.150	0.002884
5_1_grt	0.5113	2667	0.4569	5.837	0.002955
6_report	0.4975	2667	0.4569	6.031	0.002873
Power is estimated from default activity; no workload was simulated.
